==> design.v <==
module spi(
input clk, newd,rst,
input [11:0] din, 
output reg sclk,cs,mosi
    );
  typedef enum bit [1:0] {idle = 2'b00, enable = 2'b01, send = 2'b10, comp = 2'b11 } state_type;
  state_type state = idle;
  int countc = 0;
  int count = 0;
 always@(posedge clk)
  begin
    if(rst == 1'b1) begin
      countc <= 0;
      sclk <= 1'b0;
    end
    else begin 
      if(countc < 50 )
          countc <= countc + 1;
      else
          begin
          countc <= 0;
          sclk <= ~sclk;
          end
    end
  end
    reg [11:0] temp;
  always@(posedge sclk)
  begin
    if(rst == 1'b1) begin
      cs <= 1'b1; 
      mosi <= 1'b0;
    end
    else begin
     case(state)
         idle:
             begin
               if(newd == 1'b1) begin
                 state <= send;
                 temp <= din; 
                 cs <= 1'b0;
               end
               else begin
                 state <= idle;
                 temp <= 8'h00;
               end
             end
       send : begin
         if(count <= 11) begin
           mosi <= temp[count];  
           count <= count + 1;
         end
         else
             begin
               count <= 0;
               state <= idle;
               cs <= 1'b1;
               mosi <= 1'b0;
             end
       end
      default : state <= idle; 
   endcase
  end 
 end
endmodule
interface spi_if;
  logic clk;
  logic newd;
  logic rst;
  logic [11:0] din;
  logic sclk;
  logic cs;
  logic mosi;
endinterface
==> run.sh <==
#!/bin/bash
# OpenROAD 26Q1-2900-gdf79404cd8, Yosys 0.63+post, stock flow scripts
make -C /OpenROAD-flow-scripts/flow DESIGN_CONFIG=/design/flow/config.mk WORK_HOME=/design/flow/orfs finish
==> config.mk <==
export PLATFORM = sky130hd
export DESIGN_NAME = spi
export DESIGN_NICKNAME = spi
export VERILOG_FILES = /design/flow/design.v
export SDC_FILE = /design/flow/constraint.sdc
export NUM_CORES = 4
export LEC_CHECK = 1
export CORE_UTILIZATION = 30
==> constraint.sdc <==
current_design spi

set clk_period 4.0
set clk_io_pct 0.2

create_clock -name clk0 -period $clk_period [get_ports {clk}]

set non_clock_inputs [all_inputs -no_clocks]
set_input_delay [expr $clk_period * $clk_io_pct] -clock clk0 $non_clock_inputs
set_output_delay [expr $clk_period * $clk_io_pct] -clock clk0 [all_outputs]
==> metrics.txt <==
# HELP chip_impl_metric Implementation results
# TYPE chip_impl_metric gauge
chip_impl_info{name="status",value="finished clean"} 1
chip_impl_metric{name="worst_setup_hold_path_clk_slew",unit="ns"} 0.05
chip_impl_metric{name="final_cells",unit=""} 586
chip_impl_metric{name="std_cell_rows",unit=""} 42
chip_impl_metric{name="max-slew-margin-rel",unit="%"} 48.8
chip_impl_metric{name="final.period_utilization",unit="%"} 55.4
chip_impl_info{name="layout_top_cells_excl_fill_tap",value="73 x nor2_1, 45 x edfxtp_1, 35 x dfxtp_1"} 1
chip_impl_metric{name="finalClockSkew",unit="ns"} 0.00515
chip_impl_metric{name="drt_drc_violations_left",unit=""} 0
chip_impl_metric{name="routabilityCongestion",unit=""} 0.818
chip_impl_metric{name="vias_per_cell",unit=""} 4.83
chip_impl_metric{name="maxCapViolCount",unit=""} 0
chip_impl_metric{name="synth-edff-count",unit=""} 45
chip_impl_info{name="cell_type_with_the_highest_aggregate_area_in_the_netlist",value="edfxtp_1"} 1
chip_impl_metric{name="ys_cells",unit=""} 400
chip_impl_metric{name="yosys_register_bits",unit=""} 80
chip_impl_metric{name="syn_to_final_growth",unit="%"} 11.6
chip_impl_metric{name="post_synth.cell_area_avg",unit="µm²"} 10.2
chip_impl_info{name="tritoncts_clock_tree",value="built"} 1
chip_impl_metric{name="cts.htree.levels",unit=""} 2
chip_impl_info{name="startpoint",value="rst"} 1
chip_impl_info{name="setup_repair_after_global_routing_missed_its_margin",value="false"} 1
chip_impl_info{name="critPathKind",value="input pin to register"} 1
chip_impl_info{name="busiest_layer",value="met2"} 1
chip_impl_metric{name="initial_core_util",unit="%"} 30.8
chip_impl_metric{name="drv_slew",unit=""} 0
chip_impl_metric{name="final-setup-viol-count",unit=""} 0
chip_impl_metric{name="global_route_wire_length_before_repair",unit="µm"} 12600
chip_impl_metric{name="cts_repair_resize_count",unit=""} 0
chip_impl_metric{name="routed_wirelength",unit="µm"} 7160
chip_impl_metric{name="power_per_cell_area",unit="mW/mm²"} 179
chip_impl_metric{name="grt_pass1_vias",unit=""} 2742
chip_impl_metric{name="required",unit="ns"} 4.16
chip_impl_metric{name="synth.yosys.chip_area",unit="mm²"} 0.00408
chip_impl_metric{name="design.core.area",unit="mm²"} 0.0132
chip_impl_metric{name="tightestPinTransition",unit="ns"} 0.768
chip_impl_metric{name="max_freq",unit="MHz"} 452
chip_impl_info{name="critPathCaptureType",value="register"} 1
chip_impl_metric{name="yosysSeqAreaShare",unit="%"} 50.3
chip_impl_metric{name="antenna_violating_nets_left",unit=""} 0
chip_impl_metric{name="grt_use_met2",unit="%"} 17.3
chip_impl_metric{name="global_route.overflow_total",unit=""} 0
chip_impl_info{name="clk_root_buffer_cell",value="clkbuf_16"} 1
chip_impl_metric{name="unconstrained_endpoints",unit=""} 94
chip_impl_metric{name="drive_above_1_share",unit="%"} 6.83
chip_impl_metric{name="synthDistinctLibCells",unit=""} 45
chip_impl_metric{name="unclocked_regs",unit=""} 47
chip_impl_metric{name="place.port_buffers",unit=""} 17
chip_impl_metric{name="chipHeight",unit="µm"} 119
chip_impl_metric{name="detailedPlacementHpwl",unit="µm"} 4970
chip_impl_metric{name="globalRouteTotalUtil",unit="%"} 10.9
chip_impl_info{name="topCellsByArea",value="edfxtp_1 33%, dfxtp_1 17%, xor2_1 6.9%"} 1
chip_impl_metric{name="global_route.usage.met1",unit="%"} 17.3
chip_impl_metric{name="antenna_violations_before_repair",unit=""} 0
chip_impl_info{name="min_path_type",value="register to register"} 1
chip_impl_metric{name="floorplan.die_area",unit="mm²"} 0.0141
chip_impl_metric{name="die_x",unit="µm"} 119
chip_impl_metric{name="detailroute.via_count",unit=""} 2828
chip_impl_metric{name="netlist_area",unit="mm²"} 0.00408
chip_impl_metric{name="gr-usage-met3",unit="%"} 1.08
chip_impl_metric{name="place.detailed.instances",unit=""} 578
chip_impl_metric{name="period_needed",unit="ns"} 2.21
chip_impl_metric{name="async_flop_share",unit="%"} 0
chip_impl_metric{name="detail_route.first_pass.iterations",unit=""} 4
chip_impl_metric{name="post_synth_inst_count",unit=""} 400
chip_impl_metric{name="antenna-diode-count",unit=""} 0
chip_impl_metric{name="cts-buffers-inserted",unit=""} 5
chip_impl_metric{name="routed_wire_length_per_instance",unit="µm"} 12.2
chip_impl_metric{name="tns",unit="ns"} 0
chip_impl_info{name="regToRegStartpoint",value="countc[4]$_SDFF_PP0_"} 1
chip_impl_metric{name="post_cts_hold_buffer_count",unit=""} 0
chip_impl_metric{name="tool_warnings",unit=""} 25
chip_impl_metric{name="pin_count",unit=""} 18
chip_impl_metric{name="hold_viol_final",unit=""} 0
chip_impl_metric{name="max-clock-path-buffers",unit=""} 2
chip_impl_metric{name="worst_ep_arrival_time",unit="ns"} 2.37
chip_impl_metric{name="cellLeakagePower",unit="µW"} 0.00148
chip_impl_info{name="startpoint_type",value="input pin"} 1
chip_impl_metric{name="synthesis.yosys.warnings",unit=""} 1
chip_impl_metric{name="dr.first_iter.drc_count",unit=""} 206
chip_impl_metric{name="power.ir.vdd_worst",unit="V"} 0.000235
chip_impl_metric{name="grt_start_max_net_pins",unit=""} 49
chip_impl_metric{name="top_cell_type_s_share_of_synthesized_area",unit="%"} 33.1
chip_impl_info{name="flop_cell",value="edfxtp_1"} 1
chip_impl_metric{name="post_cts.repair.setup_buffers",unit=""} 0
chip_impl_metric{name="crit_fanout",unit=""} 21
chip_impl_metric{name="ff2ff_setup_slack",unit="ns"} 1.98
chip_impl_metric{name="clkLatencyLatePin",unit="ns"} 0.27
chip_impl_info{name="lay_top_count",value="nor2_1"} 1
chip_impl_info{name="worstHoldStart",value="countc[0]$_SDFF_PP0_"} 1
## path summary, 6_finish.rpt
check	endpoint	depth (start not counted)
worst min-delay path	countc[0]$_SDFF_PP0_	1
worst max-delay path	countc[13]$_SDFF_PP0_	4
worst max register to register	countc[13]$_SDFF_PP0_	6
worst min register to register	countc[0]$_SDFF_PP0_	1
## kinds of logic (layout without fill, tap and decap cells)
| group | after synthesis | count (layout) | share of synthesized area [%] |
|---|---|---|---|
| buffers and inverters | 25 | 35 | 3.71 |
| adder cells (fa/ha/maj) | 2 | 2 | 0.613 |
| AND/OR/NAND/NOR | 219 | 219 | 29.3 |
| flip-flops | 80 | 80 | 50.3 |
| XOR/XNOR | 56 | 56 | 12.0 |
| multiplexers | 4 | 4 | 1.90 |
| AND-OR/OR-AND | 14 | 14 | 2.18 |
## per-stage QoR
stage          util [%]  hold slack (ns)  setup WS [ns]  cell area (µm²)  power [µW]
4_1_cts            34.4            0.484           1.76             4550         824
3_5_place_dp       33.1            0.469           1.50             4380         383
2_1_floorplan         -            0.438           2.35             4080         367
5_1_grt            34.4            0.501           1.62             4550         844
3_3_place_gp       33.1            0.454           1.56             4380         383
6_report           34.4            0.480           1.79             4550         816
## critical path, stage by stage
cell and delay, ns:
clkdlybuf4s50_1 0.61, or2_0 0.52, buf_4 0.36, nor2_1 0.08
## Yosys cell counts, drive strengths merged (3+ instances only)
cell type  instances
xnor2             24
buf               17
edfxtp            45
and4              11
nand4             22
o21ai              4
or2                3
or3                3
nor3              10
a21oi              5
and2              15
inv                5
nand3             25
nand2             19
nor4              18
nor2              73
clkbuf             3
dfxtp             35
mux4               3
xor2              32
and3              11
nor2b              4
## power by group
part	leakage (µW)	internal [µW]	switching, µW	total, µW
Combinational	0.000688	19.4	16.4	35.8
Sequential	0.000708	337	3.35	340
Clock	0.0000841	311	129	440
## metal layers
layer,routed length [µm],vias up
met1,3710,1356
met5,0,-
met2,3220,29
li1,-,1438
met4,70,0
met3,154,5
## registers in the layout, summed over array words and instances (netlist names)
signal	cells
count	32
temp	12
state	1
cs	1
sclk	1
countc	32
mosi	1
## cell type report
class / instances / area, µm²
Fill cell: 1339 / 8690
Sequential cell: 80 / 2050
Multi-Input combinational cell: 295 / 1880
Tap cell: 176 / 220
Timing Repair Buffer: 22 / 208
Clock buffer: 7 / 143
Clock inverter: 1 / 30.0
Inverter: 5 / 18.8
No activity file was given, so power comes from the tool's default toggle rates.
